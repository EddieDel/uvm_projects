==> design/flow/design.v <==
module counter (
  input logic clk,
  input logic reset_n,
  input logic enable,
  output logic [3:0] count );
  always @(posedge clk) begin
    if (enable == 1 && reset_n == 1)
      count <= count +1;
    else if (reset_n == 0)
      count <= 0;
  end
endmodule
==> design/flow/run.sh <==
#!/bin/bash
# OpenROAD 26Q1-2900-gdf79404cd8, Yosys 0.63+post, stock flow scripts
make -C /OpenROAD-flow-scripts/flow DESIGN_CONFIG=/design/flow/config.mk WORK_HOME=/design/flow/orfs finish
==> design/flow/config.mk <==
export PLATFORM = sky130hd
export DESIGN_NAME = counter
export DESIGN_NICKNAME = counter
export VERILOG_FILES = /design/flow/design.v
export SDC_FILE = /design/flow/constraint.sdc
export NUM_CORES = 4
export LEC_CHECK = 1
export CORE_AREA = 10 10 70 70
export DIE_AREA = 0 0 80 80
==> design/flow/constraint.sdc <==
current_design counter

set clk_period 1.2
set clk_io_pct 0.2

create_clock -name clk0 -period $clk_period [get_ports {clk}]

set non_clock_inputs [all_inputs -no_clocks]
set_input_delay [expr $clk_period * $clk_io_pct] -clock clk0 $non_clock_inputs
set_output_delay [expr $clk_period * $clk_io_pct] -clock clk0 [all_outputs]
==> summary.txt <==
outcome -> completed
logic area -> 97.6 um2
top cells, area -> edfxtp_1, ha_1, mux2i_1
cell area after synthesis -> 193 um2
pin count of the biggest net entering global routing -> 6
Syn. warnings -> 1
Distinct cells, synth -> 10
via/cell ratio -> 2.20
Final Cycle Share -> 0.989
Max Freq -> 842 MHz
total grt overflow -> 0
Commonest flop -> edfxtp_1
Die Span Y -> 80 um
Startpoint Class -> flip-flop
Post-synth ARST share -> 0
CP arrival -> 1.17 ns
post-route antenna net violation count -> 0
router iterations before antenna repair -> 2
final core occ -> 0.113
H-tree Lvls -> 1
peak supply drop -> 0.617 mV
worst hold path type -> reg2reg
Leak Pwr -> 0.000152 uW
hold_buf cts -> 0
Max FO, Critical Path -> 3
critical path endpoint category -> flip-flop
CP Class -> reg2reg
number of global-route vias before repair -> 189
vias after detailed routing -> 163
Largest Register -> count
Fin Clk Skew -> 0.00469 ns
Final Max-Slew Violation Tally -> 0
core area -> 3420 um2
OpenROAD warning count -> 25
Reg clk slew, reported paths -> 0.04 ns
Flops after synth -> 4
port bufs -> 6
Clk Latency, worst-skew pair -> 0.24 ns
cell with the most instances after synthesis -> edfxtp_1
DR WL/cell -> 7.24 um
initial DRC count -> 8
Rows -> 21
CTS tree -> yes
r2r worst-path depth -> 3
post-layout min period -> 1.19 ns
hold slack final -> 0.700 ns
Max-cap violations -> 0
Worst-Margin Slew -> 0.188 ns
most frequent cells after synthesis -> edfxtp_1, nand3_1, nor2_1
clk buf depth -> 2
register share after synthesis -> 0.623
fill cell count -> 397
unrepaired setup endpoints after global routing -> false
floorplan core density -> 0.0564
CTS Buf Count -> 3
Routed WL -> 536 um
share of post-route cells with drive strength above 1 -> 0.357
EDFF count, synth -> 4
power density over cell area -> 1080 nW/um2
DRC Markers -> 0
Setup-failing EPs final -> 0
first-pass GRT wire length -> 821 um
initial antenna violation count -> 0
Sequential Area -> 120 um2
Synth area leader -> edfxtp_1
Avg Synthesized Cell Area -> 12.8 um2
Slew HR -> 0.874
YS chip area -> 193 um2
largest registers -> count x4
synthesis-to-finish area growth -> 101%
reg2reg start -> count[0]
GRT Util Overall -> 0.0167
hold path depth -> 2
die area -> 6400 um2
gpl congestion -> 0.699
reg2reg end -> count[1]
Hold Startpoint -> count[3]
Final Hold Fails -> 0
Die Wd -> 80 um
io pins -> 7
# clock sinks -> 4
Synth Instances -> 15
Largest register FFs -> 4
Hold EP -> count[3]
Required @ worst endpoint -> 1.19 ns
reg-to-reg slack, setup -> 0.01 ns
Ant. Diodes -> 0
Synth top area share -> 0.623
cell total in the yosys stat output -> 15
root cell of the clock tree -> clkbuf_4
## layout by cell type, fill, tap and decap left out
cell,instances
edfxtp_1,4
nand2_1,1
clkbuf_4,3
nand3_1,2
and3_4,1
nand3b_1,1
dlygate4sd2_1,4
buf_6,1
ha_4,1
nor2_1,2
mux2i_1,1
clkdlybuf4s50_1,2
nand2b_1,1
xnor2_2,1
buf_4,3
## power by group
part           internal, uW  switching [uW]
clock                   112            57.9
sequential              167            6.29
combinational          46.9            28.1
total                   326            92.3
## through the flow
stage	std cells	power (uW)	instance area, um2	setup WS, ns	TNS, ns
CTS	73	418	367	0.0172	0
global route	74	440	387	0.000653	0
detailed placement	67	227	310	-0.0985	-0.394
floorplan	15	189	193	0.111	0
global placement	67	225	310	-0.0649	-0.260
finish	74	418	387	0.0130	0
## cell families (layout without fill, tap and decap cells)
group / count (synthesis) / count (layout) / share of synthesized area
xor+xnor: 1 / 1 / 0.0455
fa+ha+maj: 1 / 1 / 0.0649
buf+inv: 0 / 13 / 0
flops: 4 / 4 / 0.623
mux: 1 / 1 / 0.0520
simple gates: 8 / 8 / 0.214
## per-layer routing
layer / global-route usage / vias up / routed length, um
li1: - / 82 / -
met1: 0.0249 / 72 / 323
met2: 0.0161 / 9 / 155
met3: 0.0136 / 0 / 57
met4: 0.00528 / 0 / 0
met5: 0 / - / 0
## worst max-delay path by stage
stage        start       end  slack, ns
6_report  count[0]  count[1]       0.01
5_1_grt   count[0]  count[1]     0.0007
4_1_cts   count[0]  count[1]       0.02
## repair_timing
item / CTS / global route
resized: 6 / 2
setup buffers: 3 / 1
gates cloned: 0 / 0
setup endpoints to repair: 4 / 2
## worst max-delay path, stage by stage (launching register included)
cell      delay [ns]
edfxtp_1        0.40
buf_6           0.15
ha_4            0.23
and3_4          0.16
## final cells by class
type,count,share of cell area
flip-flops and latches,4,0.311
multi-input cells,11,0.252
repair buffers,10,0.230
well taps,46,0.149
clock buffers,3,0.0583
Power and IR drop assume default switching activity.
