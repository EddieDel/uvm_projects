$ cat design.v
module top 
(  
    input               pclk,
    input               presetn,
    input   [31 : 0]    paddr,
    input   [31 : 0]    pwdata,
    input               psel,
    input               pwrite,
    input               penable,
    output  [31 : 0]    prdata
);
  reg [3:0]  cntrl = 0;  
  reg [31:0] reg1  = 0;  
  reg [31:0] reg2  = 0;  
  reg [31:0] reg3  = 0;  
  reg [31:0] reg4  = 0;  
  reg     [31 : 0]    rdata_tmp = 0;
    always @ (posedge pclk) 
      begin
        if( !presetn ) 
        begin
           cntrl    <= 4'b0000;
           reg1     <= 32'h00000000;
           reg2     <= 32'h00000000;
           reg3     <= 32'h00000000;
           reg4     <= 32'h00000000;
          rdata_tmp <= 32'h00000000;
        end
        else if( psel && penable && pwrite )
        begin
            case( paddr )
                'h0     : cntrl <= pwdata;
                'h4     : reg1  <= pwdata;
                'h8     : reg2  <= pwdata;
                'hc     : reg3  <= pwdata;
                'h10    : reg4  <= pwdata;
            endcase
        end
        else if (psel && penable && !pwrite )
         begin
           case( paddr )
                'h0     : rdata_tmp <= {28'h0000000,cntrl};
                'h4     : rdata_tmp <= reg1;
                'h8     : rdata_tmp <= reg2;
                'hc     : rdata_tmp <= reg3;
                'h10    : rdata_tmp <= reg4;
                default : rdata_tmp <= 32'h00000000;
            endcase
         end
    end
assign prdata =  rdata_tmp;
endmodule
interface top_if ();
    logic   [31 : 0]    paddr;
    logic   [31 : 0]    pwdata;
    logic   [31 : 0]    prdata;
    logic               pwrite;
    logic               psel;
    logic               penable;
    logic               presetn;
    logic               pclk;
endinterface
$ cat run.sh
#!/bin/bash
# OpenROAD 26Q1-2900-gdf79404cd8, Yosys 0.63+post, stock flow scripts
make -C /OpenROAD-flow-scripts/flow DESIGN_CONFIG=/design/flow/config.mk WORK_HOME=/design/flow/orfs finish
$ cat config.mk
export PLATFORM = sky130hd
export DESIGN_NAME = top
export DESIGN_NICKNAME = top
export VERILOG_FILES = /design/flow/design.v
export SDC_FILE = /design/flow/constraint.sdc
export NUM_CORES = 4
export LEC_CHECK = 1
export CORE_UTILIZATION = 50
$ cat constraint.sdc
current_design top

set clk_period 11.6
set clk_io_pct 0.2

create_clock -name clk0 -period $clk_period [get_ports {pclk}]

set non_clock_inputs [all_inputs -no_clocks]
set_input_delay [expr $clk_period * $clk_io_pct] -clock clk0 $non_clock_inputs
set_output_delay [expr $clk_period * $clk_io_pct] -clock clk0 [all_outputs]
==> run notes <==
fresh numbers from the pnr run: setup repair after global routing missed its margin false, number of vias per cell after detailed routing 5.489, worst hold path cell count 2, Async S/R FF share, synth 0, synthesis-stage register bit count 164, family of cells with the greatest summed delay on the critical path simple AND/OR/NAND/NOR gates, setup repair bufs after CTS 0, wire length of the first global-routing pass 27.19 mm, ratio of final minimum period to clock period 0.4611, outcome completed, Avg Cell Area, Syn 9.769 sq um, startpoint of the worst register-to-register path reg2[0], number of CTS-inserted buffers 17, leak pwr 2.835 nW, global-route usage over all layers 0.2495, GR met2 Demand/Resource 0.3761, Post-synth top cells nand2_1, dfxtp_1, mux2i_1, routed vias 5363, largest fanout on the critical path 25, yosys aoi share 0.06729, mux share 0.2451, grt peak-use layer met1, count of inserted antenna diode cells 0, drt wl/cell 17.44 um, clock-pin slew of the registers on the worst-case setup and hold paths 60 ps, cells along the critical path clkdlybuf4s50_1 -> or4_4 -> or4_4 -> nor3_4 -> buf_4 -> mux2i_1, crit path DRT 11940 ps, post-synthesis simple-gate area fraction 0.1666, root buffer selected by CTS clkbuf_16, die area 14310 sq um, final critical path time including I/O delays and setup 5349 ps, endpoint of the lowest-slack register-to-register path rdata_tmp[0], type of element capturing the critical path flop, worst IR drop on VDD 0.1260 mV, number of maximum-capacitance violations 0, DRT Wirelength 17.04 mm, Worst Skew 10.23 ps, post-synth tally of flip-flops with integrated enable 0, met1 global-route usage 0.3906, share of layout cells above drive strength 1 0.08989, endpoint with the worst hold slack rdata_tmp[31], maximum level of the CTS H-tree 4, iteration tally of the first detailed-router pass 5, # resized after CTS 0, CTS tree done, die height 119.6 um, critical-path cell with the highest stage delay or4_4, number of endpoints failing setup at the final stage 0, leading post-synthesis cells by cell area dfxtp_1, mux2i_1, nand2_1, a221oi_1, clkbuf_1, maximum number of pins on one net before global-route repair 73, kind of start point of the critical path primary input, largest family of logic cells by area multiplexers, Hold Crit Class flop to flop, worst r2r path cells 3, critical hold path startpoint rdata_tmp[31], number of antenna violations at the first check in global routing 0, standard-cell row count 42, Gate Count Post-Synth 708, yosys adder share 0, number of buffer and inverter stages on the critical path 2, Longest Clk Path Bufs 2, number of hold-repair buffers added at the cts stage 0, die outline width 119.6 um, insertion delay at the late pin of the worst-skew pair 410 ps, Slew HR 0.3573, power density normalized to cell area 140.0 nW/um^2, cell count listed in synth_stat.txt 708, clk sinks 164, global route total overflow 0, sum of negative setup slack 0 ps, count of input and output buffers 100, placeable core region 13350 sq um, I/O pins 101, number of design rule violations left after detail routing 0, Critical Path Most Common Cell or4_4, Top-area cell share 0.4747, XOR/XNOR Fraction of Synth Area 0, CP arrival 5690 ps, warning count from the yosys run 1, Register-to-Register Setup Slack 10370 ps, maximum frequency from static timing analysis 187.0 MHz, core utilization at floorplan 0.5182, Yosys chip area 6917 sq um, maximum single-stage delay on the critical path 830 ps, number of nets still failing antenna checks after routing 0, post-detail-place hpwl 10.26 mm, met3 GRT Util 0.05777, most frequently used cell type in the post-synthesis netlist nand2_1, flip-flop cell with the highest count after synthesis dfxtp_1, detailed router's first-iteration violation count 379, number of global-route vias before repair 5086, WP depth 6, final hold violations 0, transition time at the pin with the least slew margin 960.5 ps, class of the most critical setup path primary input to flop, Hold WS 447.4 ps, largest area contributor in the netlist dfxtp_1, last weighted congestion value of the routability-driven placer 0.8434, Distinct cells, synth 34, growth of design area from synthesis to finish 23.91%, number of inserted filler cells in the final layout 1035, sequential cell area fraction in the yosys report 0.4747, cell area after technology mapping 6917 sq um, final count of pins violating max slew 0, tool warnings 26
where the power goes:
group,switching [mW],total (mW),internal (mW)
Clock,0.221,0.578,0.357
Combinational,0.0320,0.0584,0.0265
Sequential,0.00000000000934,0.563,0.563
flip-flops by register name (all words and copies together), names as in the netlist:
register / flops
rdata_tmp: 32
reg4: 32
cntrl: 4
reg1: 32
reg3: 32
reg2: 32
cell type report:
class	count	area [sq um]	area share
clock inverter	11	147.6	0.01723
inverter	2	7.507	0.0008759
timing repair buffer	116	1114	0.1299
multi-input combinational	487	3328	0.3883
tap	176	220.2	0.02569
clock buffer	21	470.5	0.05489
sequential	164	3283	0.3831
tightest hold or removal path, delay by kind of cell, from the launching register on:
kind / cells / cell delay (ps)
AOI/OAI and AO/OA: 1 / 50
and+or+nand+nor: 1 / 50
DFF: 1 / 310
placed cells by master, fill, tap and decap left out, types with 4 or more instances in the layout:
master / n
mux2i_1: 157
dfxtp_1: 164
nor4_4: 4
clkbuf_16: 17
clkdlybuf4s50_1: 98
a222oi_1: 8
nor3_1: 21
a221oi_1: 23
o21ai_1: 20
nor4_1: 10
buf_4: 17
nand2_1: 198
mux2_2: 11
o21ai_0: 12
stage by stage:
| step | total power [mW] | setup slack [ps] | util | cells | instance area (sq um) |
|---|---|---|---|---|---|
| 6_report | 1.200 | 6251 | 0.6421 | 977 | 8571 |
| 5_1_grt | 1.239 | 6175 | 0.6421 | 977 | 8571 |
| 4_1_cts | 1.211 | 6311 | 0.6421 | 977 | 8571 |
| 3_5_place_dp | 0.6339 | 5884 | 0.5958 | 945 | 7953 |
| 3_3_place_gp | 0.6329 | 5957 | 0.5958 | 945 | 7953 |
| 2_1_floorplan | 0.6020 | 7222 | - | 708 | 6917 |
worst max path at each step:
stage,start,endpoint
after CTS,paddr[4],reg1[26]
after global routing,paddr[4],reg1[17]
final,paddr[4],reg1[17]
cell families (layout without fill, tap and decap cells):
family / Yosys count / in the layout
AND/OR/NAND/NOR: 253 / 253
multiplexers: 168 / 168
flip-flops: 164 / 164
AND-OR/OR-AND: 66 / 66
buffers and inverters: 57 / 150
routing by layer:
metal	wire, um	share of wire
met1	8227	0.48
met2	7603	0.45
met3	1057	0.062
met4	152	0.0089
met5	0	0
No activity file was given, so power comes from the tool's default toggle rates.
