===== /design/flow/config.mk =====
export PLATFORM = sky130hd
export DESIGN_NAME = apb_slave_dut
export DESIGN_NICKNAME = apb_slave_dut
export VERILOG_FILES = /design/flow/design.v
export SDC_FILE = /design/flow/constraint.sdc
export NUM_CORES = 4
export LEC_CHECK = 1
export CORE_UTILIZATION = 30

===== /design/flow/constraint.sdc =====
current_design apb_slave_dut

set clk_period 7.1
set clk_io_pct 0.2

create_clock -name clk0 -period $clk_period [get_ports {pclk}]

set non_clock_inputs [all_inputs -no_clocks]
set_input_delay [expr $clk_period * $clk_io_pct] -clock clk0 $non_clock_inputs
set_output_delay [expr $clk_period * $clk_io_pct] -clock clk0 [all_outputs]

===== /design/flow/design.v =====
module apb_slave_dut #(
    parameter ADDR_WIDTH = 8,
    parameter DATA_WIDTH = 32
)(
    input  logic                    pclk,
    input  logic                    preset_n,
    input  logic                    psel,
    input  logic                    penable,
    input  logic                    pwrite,
    input  logic [ADDR_WIDTH-1:0]   paddr,
    input  logic [DATA_WIDTH-1:0]   pwdata,
    output logic [DATA_WIDTH-1:0]   prdata,
    output logic                    pready,
    output logic                    pslverr
);
    localparam CTRL_ADDR   = 8'h00;
    localparam STATUS_ADDR = 8'h04;
    localparam DATA_ADDR   = 8'h08;
    localparam IRQ_ADDR    = 8'h0C;
    logic [DATA_WIDTH-1:0] ctrl_reg;       
    logic [DATA_WIDTH-1:0] status_reg;     
    logic [DATA_WIDTH-1:0] data_reg;       
    logic [DATA_WIDTH-1:0] irq_reg;        
    typedef enum logic [1:0] {
        IDLE   = 2'b00,
        SETUP  = 2'b01,
        ACCESS = 2'b10
    } apb_state_t;
    apb_state_t state, next_state;
    always_ff @(posedge pclk or negedge preset_n) begin
        if (!preset_n)
            state <= IDLE;
        else
            state <= next_state;
    end
    always_comb begin
        next_state = state;
        case (state)
            IDLE: begin
                if (psel && !penable)
                    next_state = SETUP;
            end
            SETUP: begin
                if (psel && penable)
                    next_state = ACCESS;
                else if (!psel)
                    next_state = IDLE;
            end
            ACCESS: begin
                if (pready)
                    next_state = IDLE;
            end
            default: next_state = IDLE;
        endcase
    end
    assign pready = (state == ACCESS) || (state == SETUP && psel && penable);
    logic addr_valid;
    assign addr_valid = (paddr == CTRL_ADDR) ||
                        (paddr == STATUS_ADDR) ||
                        (paddr == DATA_ADDR) ||
                        (paddr == IRQ_ADDR);
    assign pslverr = (state == ACCESS) && !addr_valid;
    always_ff @(posedge pclk or negedge preset_n) begin
        if (!preset_n) begin
            ctrl_reg <= 32'h0000_0000;
            data_reg <= 32'h0000_0000;
            irq_reg  <= 32'h0000_0000;
        end
        else if (psel && penable && pwrite && pready) begin
            case (paddr)
                CTRL_ADDR: ctrl_reg <= pwdata;
                DATA_ADDR: data_reg <= pwdata;
                IRQ_ADDR:  irq_reg  <= irq_reg & ~pwdata;   
                default: ;
            endcase
        end
    end
    always_comb begin
        status_reg[7:0]   = ctrl_reg[7:0];            
        status_reg[8]     = |irq_reg;                 
        status_reg[15:9]  = 7'b0;                     
        status_reg[31:16] = 16'hABCD;                 
    end
    always_comb begin
        prdata = 32'h0;
        if (psel && penable && !pwrite) begin
            case (paddr)
                CTRL_ADDR:   prdata = ctrl_reg;
                STATUS_ADDR: prdata = status_reg;
                DATA_ADDR:   prdata = data_reg;
                IRQ_ADDR:    prdata = irq_reg;
                default:     prdata = 32'hDEAD_BEEF;
            endcase
        end
    end
endmodule

===== /design/flow/run.sh =====
#!/bin/bash
# OpenROAD 26Q1-2900-gdf79404cd8, Yosys 0.63+post, stock flow scripts
make -C /OpenROAD-flow-scripts/flow DESIGN_CONFIG=/design/flow/config.mk WORK_HOME=/design/flow/orfs finish

==> impl_metrics.csv <==
group,metric,value,unit
pwr,vdd_drop_max,0.121,mV
synth,number_of_enable_type_register_cells_in_the_synthesized_netlist,0,
floorplan,boundaryPins,79,
cells_and_area,mi_logic_area,2030,sq um
synth,yosys.stat.seqShare,53.5,%
worst_setup_path,critical_path.most_common_cell,"sky130_fd_sc_hd__clkdlybuf4s50_1",
synth,ys_chip_area,4630,sq um
final_timing,finalSetupTns,0,ns
final_timing,cycle_use_final,77.1,%
worst_setup_path,ff2ff_path_depth,5,
route,detail_route.iter0.violations,175,
final_timing,grt_setup_unrepaired,"false",
cells_and_area,seq_area,2480,sq um
global_routing,grt_max_degree,59,
cells_and_area,post-route-util,38.7,%
worst_setup_path,cp_max_fo,26,
floorplan,num_rows,45,
synth,postSynthRegisterBits,99,
place,placed_cell_area,5580,sq um
worst_setup_path,worstSetupPathDepth,7,
clock_network,cts_made_buffers,9,
worst_setup_path,crit_chain,"clkdlybuf4s50_1, or4_4, nor3_2, buf_4, nand2b_1, a211oi_1, clkdlybuf4s50_1",
job,tool_warnings,25,
pwr,power.net_switching,249,uW
final_timing,clock.fmax,183,MHz
worst_setup_path,rr_startpoint,"state[2]",
final_timing,holdWs,0.504,ns
clock_network,h-tree-depth,3,
global_routing,grt_pass1_wl,18600,um
worst_setup_path,startpoint,"paddr[5]",
worst_setup_path,endpoint_kind,"primary output",
floorplan,fp.dieW,126,um
cells_and_area,layout-drive-gt1-share,24.3,%
clock_network,post-cts-setup-buffers,0,
pwr,combPwrFrac,7.2,%
cells_and_area,area_delta_synth_final,26.7,%
pwr,clock_power_share,42.4,%
final_timing,headroom_to_the_max_slew_limit,32.8,%
cells_and_area,layoutNonFillerInstCount,633,
pwr,share_seq_of_total_power,50.4,%
place,place.port_buffers,78,
min_path,hold_path_startpoint,"ctrl_reg[24]",
pwr,power_report.internal_total,870,uW
floorplan,fp.dieArea,15900,sq um
final_timing,worst_max_slew_pin_slew,1.01,ns
route,drc,0,
clock_network,tritoncts_clock_tree,"built",
synth,yosys_warnings,1,
clock_network,clockRootBuffer,"sky130_fd_sc_hd__clkbuf_16",
pwr,power.density_cell_area,191,nW/um^2
final_timing,setup_viols_final,0,
route,route.detailed.vias_per_inst,5.08,
synth,synthesis.area_per_instance,12.5,sq um
route,vias,3215,
route,detail_route.wl_per_cell,18.2,um
min_path,hold_depth,1,
global_routing,grt_usage,15.5,%
pwr,switching_share_of_total_power,22.2,%
clock_network,hold_buffers,0,
global_routing,grt_antenna_before_repair,0,
route,finalWirelength,11600,um
synth,synth_area,4630,sq um
worst_setup_path,timing_worst_setup_path_type,"in -> out",
final_timing,skew,0.0113,ns
clock_network,cts.path.max_buffers,2,
worst_setup_path,slowest_library_cell_on_the_worst_path,"sky130_fd_sc_hd__or4_4",
synth,asyncSetResetFlopFracSynth,100,%
worst_setup_path,path_delay_family,"buffers and inverters",
route,n_antenna_cell,0,
place,dp_cells,617,
synth,synthDistinctLibCells,30,
min_path,worst_hold_path_type,"reg -> reg",
synth,syn-instance-count,369,
worst_setup_path,timing.critical_path.required,5.68,ns
route,drt_first_pass_iters,4,
floorplan,die-height,126,um
pwr,cellLeakagePower,0.00278,uW
cells_and_area,final_cell_area,5870,sq um
floorplan,floorplan.core_util,30.6,%
place,gp_weighted_congestion,0.828,
final_timing,period_minus_slack,5.48,ns
synth,synth_top_flop_cell,"sky130_fd_sc_hd__dfrtp_1",
clock_network,cts.sinks,99,
synth,number_of_cell_instances_after_yosys_synthesis,369,
run_status,run_status,"completed",
route,final_antenna_net_count,0,
job,drv.max_cap_violation_count,0,
clock_network,clock.latency.late_pin,0.34,ns
clock_network,post_cts_resize_count,0,
worst_setup_path,setup.worst_path.start_class,"input port",
worst_setup_path,worst-endpoint-arrival,4.06,ns
worst_setup_path,worstPathBufferInverterCount,3,
final_timing,maxSlewViolCount,0,
global_routing,vias_in_the_first_global_route,3378,
cells_and_area,filler_cell_count,1398,
worst_setup_path,crit_path_max_incr_delay,0.54,ns
clock_network,path_clk_slew,0.06,ns
final_timing,hold_viol,0,
floorplan,core_region_area,15100,sq um
place,dp_hpwl,7260,um
global_routing,grt_overflow_total,0,
==> metrics by stage <==
stage	total power [uW]	setup WS, ns
after floorplan	595	2.89
after global placement	656	1.59
after detailed placement	657	1.58
after CTS	1130	1.57
after global routing	1160	1.49
final	1120	1.62
==> power groups by stage <==
stage	sequential [uW]	clock, uW	combinational [uW]
after CTS	564	482	82.1
after global routing	564	504	87.8
final	564	474	80.5
==> layer usage <==
metal	up-vias	GRT usage [%]	share of wire, %
met5	-	0	0
met4	0	2.13	1.6
met3	10	3.64	4.8
met2	93	23.4	46
met1	1636	24.0	48
li1	1476	-	-
==> cells by family after synthesis <==
logic type,share of synthesized area [%]
DFF,53.5
muxes,25.2
AOI/OAI and AO/OA,12.1
and+or+nand+nor,6.21
buffers and inverters,3.00
==> placed cells by master (no fill, tap or decap), types with 2 or more instances in the layout <==
cell                               n
sky130_fd_sc_hd__nor2b_1           2
sky130_fd_sc_hd__nand4_1           2
sky130_fd_sc_hd__buf_4             9
sky130_fd_sc_hd__o21ai_0           8
sky130_fd_sc_hd__or4_4             2
sky130_fd_sc_hd__mux2_4           30
sky130_fd_sc_hd__mux2i_1          22
sky130_fd_sc_hd__nor4_1            8
sky130_fd_sc_hd__clkdlybuf4s50_1  76
sky130_fd_sc_hd__a21boi_0         32
sky130_fd_sc_hd__nor2_1           22
sky130_fd_sc_hd__clkbuf_8          3
sky130_fd_sc_hd__clkbuf_16         9
sky130_fd_sc_hd__mux2_2           44
sky130_fd_sc_hd__a21oi_1          40
sky130_fd_sc_hd__dfrtp_1          98
sky130_fd_sc_hd__or2_2             2
sky130_fd_sc_hd__o22ai_1          10
sky130_fd_sc_hd__nand2_1           9
==> cell usage after synthesis, types with 2 or more instances <==
cell type | number | share of area (%)
sky130_fd_sc_hd__a21oi_1 | 40 | 4.3
sky130_fd_sc_hd__mux2i_1 | 22 | 4.8
sky130_fd_sc_hd__nor2b_1 | 2 | 0.27
sky130_fd_sc_hd__buf_6 | 4 | 0.97
sky130_fd_sc_hd__dfrtp_1 | 98 | 53
sky130_fd_sc_hd__buf_4 | 3 | 0.49
sky130_fd_sc_hd__o21ai_0 | 8 | 0.86
sky130_fd_sc_hd__mux2_4 | 30 | 9.7
sky130_fd_sc_hd__nor4_1 | 8 | 1.1
sky130_fd_sc_hd__nand2_1 | 9 | 0.73
sky130_fd_sc_hd__or4_4 | 2 | 0.49
sky130_fd_sc_hd__or2_2 | 2 | 0.27
sky130_fd_sc_hd__nor2_1 | 23 | 1.9
sky130_fd_sc_hd__a21boi_0 | 32 | 5.2
sky130_fd_sc_hd__nand4_1 | 2 | 0.27
sky130_fd_sc_hd__buf_1 | 2 | 0.16
sky130_fd_sc_hd__o22ai_1 | 10 | 1.4
sky130_fd_sc_hd__mux2_2 | 44 | 11
sky130_fd_sc_hd__clkbuf_1 | 17 | 1.4
==> area by class of cell <==
type / instances / area share, %
Sequential cell: 99 / 42.2
Clock inverter: 3 / 0.363
Timing Repair Buffer: 86 / 14.2
Clock buffer: 13 / 4.61
Tap cell: 188 / 4.01
Multi-Input combinational cell: 244 / 34.6
==> final timing paths <==
check / end / slack [ns]
worst max-delay path: prdata[4] / 1.62
worst min-delay path: ctrl_reg[24] / 0.50
worst max register to register: data_reg[21] / 4.35
worst min register to register: ctrl_reg[24] / 0.50
max in group asynchronous: ctrl_reg[4] / 4.93
min in group asynchronous: data_reg[24] / 1.13
Power is estimated from default activity; no workload was simulated.
